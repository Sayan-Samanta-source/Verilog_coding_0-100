==> flow/design.v <==
module pri_en_83 (in,out,valid);
input [7:0] in;
output reg [2:0] out;
output reg valid;
always @(*) begin
valid = 1'b1;
casex (in)
8'b1xxxxxxx: out = 3'b111;
8'b01xxxxxx: out = 3'b110;
8'b001xxxxx: out = 3'b101;
8'b0001xxxx: out = 3'b100;
8'b00001xxx: out = 3'b011;
8'b000001xx: out = 3'b010;
8'b0000001x: out = 3'b001;
8'b00000001: out = 3'b000;
default: begin
out = 3'b000;
valid = 1'b0;
end
endcase
end
endmodule
module tb_pri_en_83();
reg [7:0] in;
wire [2:0] out;
wire valid;
pri_en_83 p1 (in,out,valid);
initial begin
in = 8'b00000000; #100;
in = 8'b00000001; #100;
in = 8'b00000010; #100;
in = 8'b00000100; #100;
in = 8'b00001000; #100;
in = 8'b00010000; #100;
in = 8'b00100000; #100;
in = 8'b01000000; #100;
in = 8'b10000000; #100;
in = 8'b10101010; #100;
in = 8'b01110000; #100;
in = 8'b00001111; 
end
endmodule
==> flow/run.sh <==
#!/bin/bash
# OpenROAD 26Q1-2900-gdf79404cd8, Yosys 0.63+post, stock flow scripts
make -C /OpenROAD-flow-scripts/flow DESIGN_CONFIG=/design/flow/config.mk WORK_HOME=/design/flow/orfs finish
==> flow/config.mk <==
export PLATFORM = sky130hd
export DESIGN_NAME = pri_en_83
export DESIGN_NICKNAME = pri_en_83
export VERILOG_FILES = /design/flow/design.v
export SDC_FILE = /design/flow/constraint.sdc
export NUM_CORES = 4
export LEC_CHECK = 1
export CORE_AREA = 10 10 70 70
export DIE_AREA = 0 0 80 80
==> flow/constraint.sdc <==
current_design pri_en_83

set clk_period 1.0
set clk_io_pct 0.2

create_clock -name clk0 -period $clk_period

set non_clock_inputs [all_inputs -no_clocks]
set_input_delay [expr $clk_period * $clk_io_pct] -clock clk0 $non_clock_inputs
set_output_delay [expr $clk_period * $clk_io_pct] -clock clk0 [all_outputs]
==> flow_summary.toml <==
# generated from flow reports
[power]
power_uw = 52.5
power_density_nw_per_um2 = 250
pwr-share-clk_pct = 0
comb_power_share_pct = 100.0
ir_worst_vdd_mv = 0.0167
p_seq_share_pct = 0
p_leak_nw = 0.0792
p_sw_uw = 23.7
internal_power_uw = 28.9
sw_frac_of_total_pct = 45.0

[setup_path]
required_ns = 0.80
crit_family = "buffers and inverters"
critPathMaxStageDelay_ns = 0.12
cpMostUsedCell = "buf_2"
critical_path.max_fanout = 2
worstSetupPathType = "input port to primary output"
startpoint_type = "input port"
slowest_stage = "nor2_2"
path_cells = "buf_2, nor2_2, buf_4, nand4_1, buf_2"
crit_path_end_kind = "primary output"
cp.arrival_ns = 0.75
cp.buffers_inverters = 3

[hold_path]
hold_start = "in[4]"
hold-path-endpoint = "out[0]"
hold_path_depth = 3
worstHoldPathType = "input port to primary output"

[synthesis]
synthCells = 12
topCellsByArea = "nor2_1 26%, o31ai_1 26%, a21oi_1 17%, nand4_1 11%, clkinv_1 6.5%"
synth.avg_cell_area_sq_um = 4.80
syn-cell-area_sq_um = 57.6
ys_seq_share_pct = 0
ys_cells = 12
largest_area_cell = "nor2_1"
synth.top_cell.area_share_pct = 26.1
yosysChipArea_sq_um = 57.6
yosysWarnings = 1
yosys.cell_types.count = 7

[global_routing]
overflow = 0
antenna_found_initial = 0
grt_pass1_vias = 133
track_usage_pct = 1.11
grt_pass1_wl_um = 593
grt_max_degree = 4

[route]
drtIter0Drc = 2
postRouteAntennaNets = 0
firstDrtPassIters = 2
viasPerCell = 1.83
wl_per_cell_um = 5.81
dr_total_vias = 132
n_antenna_cell = 0
drt-total-wl_um = 418
drc = 0

[final_layout]
lay_top_count = "buf_2"
seq_area_sq_um = 0
logic_area_sq_um = 61.3
clkbuf_count = 0
area_delta_synth_final_pct = 265
most-common-layout-cells = "8 x buf_2, 3 x nor2_2"
fin_util_pct = 6.15
fillCellCount = 415
drive_gt1_share_pct = 65.4
ff_count = 0

[run]
max-cap-violations = 0
warnings = 33

[timing]
relSlewSlack_pct = 87.8
fmax_ghz = 1.05
min_period_ns = 0.952
fin_crit_sh_pct = 95.2
hold_violations = 0
whs_ns = 0.674
rsz0062_at_grt = "yes"
finalSetupViolations = 0
slew_violations = 0
tns_ns = 0
tightest_slew_ns = 0.182

[floorplan]
die-width_um = 80
die_y_um = 80
fp-utilization_pct = 1.68
die_area_sq_um = 6400
design.core.area_sq_um = 3420
io_pins = 12
rows = 21

[clocking]
hold_buffers = 0

[status]
status = "completed"

[placed_design]
portBuffers = 12
gp_congestion = 0.736
place_hpwl_um = 350
## what timing repair did
action / 4_1_cts / 5_1_grt
resized: 36 / 6
endpoints found under the setup margin: 4 / 4
pin swaps: 3 / 3
setup buffers: 3 / 0
## synthesized netlist by cell type
| library cell | number |
|---|---|
| a21oi_1 | 2 |
| clkinv_1 | 1 |
| inv_1 | 1 |
| nand2_1 | 1 |
| nand4_1 | 1 |
| nor2_1 | 4 |
| o31ai_1 | 2 |
## kinds of logic after synthesis
group / after synthesis / share of synthesized area, %
compound gates: 4 / 43.5
buf+inv: 2 / 13.0
simple gates: 6 / 43.5
## worst max path at each step
stage                  from     end  slack, ns  cells after the start
after global routing  in[7]   valid     -0.008                      5
after CTS             in[5]  out[2]      0.001                      4
final                 in[7]   valid       0.05                      5
## cell type report
cell class	count	area share [%]
multi-input cells	10	29.2
inverters	2	4.17
well taps	46	27.4
repair buffers	14	39.3
## layer usage
| layer | wire [um] | vias to the layer above | GRT usage (%) |
|---|---|---|---|
| met5 | 0 | - | 0 |
| met4 | 0 | 0 | 0 |
| met3 | 126 | 0 | 1.02 |
| met2 | 141 | 10 | 1.61 |
| met1 | 150 | 51 | 1.25 |
| li1 | - | 71 | - |
## stage by stage
stage               cell area [sq um]  worst slack (ns)  std cells
floorplan                        57.6             0.388         12
global placement                  235            -0.632         70
detailed placement                235            -0.645         70
CTS                               230           0.00140         72
global route                      210          -0.00790         72
finish                            210            0.0484         72
## power by group through the flow
stage / sequential [mW] / combinational [mW] / clock [mW]
finish: 0 / 0.0525 / 0
CTS: 0 / 0.0568 / 0
global route: 0 / 0.0584 / 0
No activity file was given, so power comes from the tool's default toggle rates.
