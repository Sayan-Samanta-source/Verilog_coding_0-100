[design/flow/design.v]
module up_down_counter(clk,rst,load,data_in,up_down,count);
input clk;
input rst;
input load;
input [3:0] data_in;
input up_down;
output reg [3:0] count;
always @(posedge clk) begin
if (rst)
count <= 4'b0000;
else if (load)
count <= data_in;
else if (up_down)
count <= count + 1;
else
count <= count - 1;
end
endmodule
module tb_up_down_counter();
reg clk, rst, load, up_down;
reg [3:0] data_in;
wire [3:0] count;
up_down_counter t1 (clk,rst,load,data_in,up_down,count);
always #5 clk = ~clk;
initial begin
clk = 0; rst = 1; load = 0; data_in = 4'b0000; up_down = 1;
#100 rst = 0;
#100 load = 1; data_in = 4'b1010;
#100 load = 0;
up_down = 1;
#100;
up_down = 0;
#100;
rst = 1;
#100 rst = 0;
end
endmodule 
[design/flow/run.sh]
#!/bin/bash
# OpenROAD 26Q1-2900-gdf79404cd8, Yosys 0.63+post, stock flow scripts
make -C /OpenROAD-flow-scripts/flow DESIGN_CONFIG=/design/flow/config.mk WORK_HOME=/design/flow/orfs finish
[design/flow/config.mk]
export PLATFORM = sky130hd
export DESIGN_NAME = up_down_counter
export DESIGN_NICKNAME = up_down_counter
export VERILOG_FILES = /design/flow/design.v
export SDC_FILE = /design/flow/constraint.sdc
export NUM_CORES = 4
export LEC_CHECK = 1
export CORE_AREA = 10 10 70 70
export DIE_AREA = 0 0 80 80
[design/flow/constraint.sdc]
current_design up_down_counter

set clk_period 2.6
set clk_io_pct 0.2

create_clock -name clk0 -period $clk_period [get_ports {clk}]

set non_clock_inputs [all_inputs -no_clocks]
set_input_delay [expr $clk_period * $clk_io_pct] -clock clk0 $non_clock_inputs
set_output_delay [expr $clk_period * $clk_io_pct] -clock clk0 [all_outputs]
==> flow_summary.json <==
{
  "status": "finished, final reports clean",
  "clock_path_buffers": 2,
  "ys_area_um2": 245,
  "cp.required_ns": 2.76,
  "critPathTopFamily": "AND-OR/OR-AND gates",
  "aoi_share_pct": 13.8,
  "n_fill_cell": 405,
  "first_iter_violations": 2,
  "drt-total-wl_um": 704,
  "yosysTopAreaCellShare_pct": 32.7,
  "area_leaders": "dfxtp_1 (33%), ha_1 (10%), fa_1 (8.2%)",
  "cts-buffers-inserted": 3,
  "core-area_mm2": 0.00342,
  "cts_hold_buf": 0,
  "critPathBufInv": 2,
  "path_cells": "clkdlybuf4s50_1, inv_1, ha_1, a21oi_1, a2111o_1, o211ai_2",
  "max-cap-violations": 0,
  "simple_gate_share_pct": 13.8,
  "synth_cell_types": 15,
  "grt_max_degree": 8,
  "antenna_found_initial": 0,
  "fin_crit_sh_pct": 72.5,
  "slew_violations": 0,
  "largest_register_ffs": 4,
  "max_freq_ghz": 0.531,
  "synthTopLogicFamily": "adder cells",
  "syn-instance-count": 25,
  "end_kind": "flop",
  "syn_area_per_cell_um2": 9.81,
  "die_w_um": 80,
  "synth.cellmix.xorXnorShare_pct": 7.14,
  "synthAdderAreaFrac_pct": 18.4,
  "grt_use_total_pct": 2.22,
  "first_global_vias": 264,
  "post-route-min-period_ns": 1.88,
  "warnings": 25,
  "io_buffer_count": 11,
  "worst_pin_slew_ns": 0.308,
  "slowest_stage": "clkdlybuf4s50_1",
  "postRouteAntennaNets": 0,
  "ys_cells": 25,
  "clk_pin_slew_ns": 0.04,
  "cts_setup_buffers": 0,
  "cts_root_buf": "clkbuf_4",
  "critical_path_class": "input pin to flop",
  "clk_latency_ns": 0.23,
  "gp_congestion": 0.757,
  "lay_top_count": "clkdlybuf4s50_1",
  "chipArea_mm2": 0.00640,
  "dr.pass1.iters": 4,
  "dr_total_vias": 218,
  "htree_levels": 1,
  "fin_util_pct": 12.4,
  "fp_util_pct": 7.18,
  "setup_viol": 0,
  "ys_seq_share_pct": 32.7,
  "critical_path_arrival_ns": 2.05,
  "drive_gt1_share_pct": 10.5,
  "drc": 0,
  "die_h_um": 80,
  "largest-register": "count",
  "cts_tree": "yes",
  "whs_ns": 0.587,
  "largest_registers": "count (4)",
  "synthMuxAreaShare_pct": 8.16,
  "hpwl_um": 562,
  "wire_per_inst_um": 8.38,
  "yosysTopAreaCell": "dfxtp_1",
  "slew_headroom_pct": 79.4,
  "power.total_w": 0.000208,
  "critPathMaxStageDelay_ns": 0.49,
  "power-per-cell-area_mw_per_mm2": 491,
  "ys_ff": 4,
  "layout_top_cells": "clkdlybuf4s50_1 (11), nor2_1 (5), dfxtp_1 (4)",
  "power.leakage_nw": 0.162,
  "fin_area_um2": 424,
  "avgViaCountPerCell": 2.60,
  "rsz0062_at_grt": "false",
  "min_path_type": "flop to flop",
  "fin_setup_tns_ns": 0,
  "antenna-diode-count": 0,
  "row_count": 21,
  "synth_area_um2": 245,
  "ir_worst_vdd_mv": 0.0808,
  "cts_resized": 0,
  "cts.sinks": 4,
  "grt_pass1_wl_mm": 1.14,
  "grt-ovfl-total": 0,
  "hold_viol_final": 0,
  "critPathMaxFanout": 3,
  "start_kind": "input pin",
  "io_pins": 12,
  "area_delta_synth_final_pct": 73.0,
  "dpl_cell_area_um2": 402,
  "synth_warnings": 1,
  "skew_ns": 0.00242
}
==> stage by stage <==
stage                     worst slack, ns  cells
after floorplan                      1.07     25
after global placement              0.488     81
after detailed placement            0.487     81
after CTS                           0.728     84
after global routing                0.621     84
final                               0.716     84
==> cell usage after synthesis <==
cell,instances
ha_1,2
a2111o_1,1
fa_1,1
a21oi_1,2
inv_1,1
nand2_1,1
xnor2_1,1
o211ai_2,1
mux2i_1,2
buf_6,1
dfxtp_1,4
xor2_1,1
nor2_1,5
nand4_1,1
nand3_1,1
==> final timing paths <==
check	start	to	slack [ns]	cells after the start
min	count[0]	count[0]	0.59	3
min reg2reg	count[0]	count[0]	0.59	3
max reg2reg	count[2]	count[3]	1.30	4
max	up_down	count[3]	0.72	6
==> final cells by class <==
type                    instances  area [um^2]  area share [%]
well taps                      46         57.6            13.6
inverters                       1         3.75           0.885
clock buffers                   3         22.5            5.31
flip-flops and latches          4         80.1            18.9
repair buffers                 11          110            26.0
multi-input cells              19          150            35.4
==> worst reg2reg max path: cells and delay by family, from the launching register on <==
family	cells	cell delay (ns)
fa+ha+maj	1	0.33
flops	1	0.31
compound gates	3	0.60
==> metal layers <==
layer | wire [um] | GRT usage [%]
met2 | 329 | 3.21
met5 | 0 | 0
met4 | 0 | 0.528
met3 | 67 | 1.48
met1 | 308 | 2.66
==> cells by family after synthesis <==
kind of cell	Yosys count
AND-OR/OR-AND	4
XOR/XNOR	2
adder cells (fa/ha/maj)	3
buffers and inverters	2
flip-flops	4
multiplexers	2
AND/OR/NAND/NOR	8
==> where the power goes <==
group           total, W  internal, W  switching (W)
Clock          0.0000777    0.0000517      0.0000260
Sequential     0.0000744    0.0000687     0.00000573
Combinational  0.0000562    0.0000351      0.0000212
Total           0.000208     0.000155      0.0000529
No activity file was given, so power comes from the tool's default toggle rates.
