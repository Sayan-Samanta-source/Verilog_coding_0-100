### flow/design.v
module encoder_10_4(in,out,valid);
input  [9:0] in;
output reg [3:0] out;
output reg valid;
always @(*) begin
valid = 1'b1;
casez (in)
10'b1xxxxxxxxx: out = 4'b1001;
10'b01xxxxxxxx: out = 4'b1000;
10'b001xxxxxxx: out = 4'b0111;
10'b0001xxxxxx: out = 4'b0110;
10'b00001xxxxx: out = 4'b0101;
10'b000001xxxx: out = 4'b0100;
10'b0000001xxx: out = 4'b0011;
10'b00000001xx: out = 4'b0010;
10'b000000001x: out = 4'b0001;
10'b0000000001: out = 4'b0000;
default: begin
out = 4'd0;
valid = 1'b0;
end
endcase
end
endmodule
module tb_encoder_10_4();
reg  [9:0] in;
wire [3:0] out;
wire valid;
encoder_10_4 e2 (in,out,valid);
initial 
begin
in = 10'b0000000000; #100;
in = 10'b0000000001; #100;
in = 10'b0000000010; #100;
in = 10'b0000000100; #100;
in = 10'b0000001000; #100;
in = 10'b0000010000; #100;
in = 10'b0000100000; #100;
in = 10'b0001000000; #100;
in = 10'b0010000000; #100;
in = 10'b0100000000; #100;
in = 10'b1000000000; #100;
in = 10'b0001100000;
end
endmodule
### flow/run.sh
#!/bin/bash
# OpenROAD 26Q1-2900-gdf79404cd8, Yosys 0.63+post, stock flow scripts
make -C /OpenROAD-flow-scripts/flow DESIGN_CONFIG=/design/flow/config.mk WORK_HOME=/design/flow/orfs finish
### flow/config.mk
export PLATFORM = sky130hd
export DESIGN_NAME = encoder_10_4
export DESIGN_NICKNAME = encoder_10_4
export VERILOG_FILES = /design/flow/design.v
export SDC_FILE = /design/flow/constraint.sdc
export NUM_CORES = 4
export LEC_CHECK = 1
export CORE_AREA = 10 10 70 70
export DIE_AREA = 0 0 80 80
### flow/constraint.sdc
current_design encoder_10_4

set clk_period 1.6
set clk_io_pct 0.2

create_clock -name clk0 -period $clk_period

set non_clock_inputs [all_inputs -no_clocks]
set_input_delay [expr $clk_period * $clk_io_pct] -clock clk0 $non_clock_inputs
set_output_delay [expr $clk_period * $clk_io_pct] -clock clk0 [all_outputs]
==> impl_summary.log <==
[report] extracting results
[metrics] outcome: finished, final reports clean
[metrics] first-pass GRT wire length: 1.028 mm
[metrics] x dimension of the die: 80 um
[metrics] tally of unique sky130hd cells used after synthesis: 9
[metrics] depth of the worst hold-timing path: 4
[metrics] Final min period: 1.509 ns
[metrics] achievable frequency: 662.6 MHz
[metrics] cell accounting for the most synthesized area: sky130_fd_sc_hd__inv_1
[metrics] critical path start-end classification: in -> out
[metrics] peak-usage layer in the global routing report: met2
[metrics] total number of vias: 213
[metrics] DIE AREA: 6400 sq um
[metrics] number of violations of the max-capacitance limit: 0
[metrics] crit path launch type: primary input
[metrics] critical path capture point type: output pin
[metrics] routed wirelength normalized by instance count: roughly 7.5 um
[metrics] total power per unit cell area: 183.0 nW/um^2
[metrics] most frequent cells in the layout: sky130_fd_sc_hd__buf_4 (10), sky130_fd_sc_hd__clkbuf_2 (6), sky130_fd_sc_hd__inv_1 (4), sky130_fd_sc_hd__clkdlybuf4s50_1 (3), sky130_fd_sc_hd__buf_2 (3)
[metrics] Antenna diodes: 0
[metrics] antenna violations before repair: 0
[metrics] die height: 80 um
[metrics] post-route fraction of the period consumed by the critical path: approximately 94%
[metrics] DRT antenna net count: 0
[metrics] proportion of synthesized chip area in sequential cells: 0%
[metrics] final estimated routing congestion in global placement: about 0.77
[metrics] final hold violation count: 0
[metrics] hold buffer count at CTS: 0
[metrics] Cells after Synth: 16
[metrics] half-perimeter wire length after placement: about 560 um
[metrics] clock tree buffer count of the final layout: 0
[metrics] global route total overflow: 0
[metrics] data required time of the worst path: roughly 1.3 ns
[metrics] share of cells above drive strength 1: about three fifths
[metrics] Largest type area fraction: 17.39%
[metrics] remaining design rule violation count: 0
[metrics] leakage power of the design: between 0.15 and 0.2 nW
[metrics] stage-log warning count: 32
[metrics] layout filler cell count: 403
[metrics] global routing usage on met3: 0.6818%
[metrics] vias in the first global route: 225
[metrics] synthesized area per cell: 5.396 sq um
[metrics] total detailed-routing wirelength: 653 um
[metrics] critical path cell sequence: clkbuf_2 > nor4_4 > buf_4 > nand2_1 > o221ai_2 > buf_2
[metrics] Total Routing Usage GR: roughly 1.9%
[metrics] number of setup violations in the final report: 0
[metrics] largest vdd supply drop: 0.01949 mV
[metrics] first drt pass iteration count: 2
[metrics] normalized max-slew margin: 85.29%
[metrics] Yosys chip area: 86.33 sq um
[metrics] fraction of met1 tracks used by global routing: about 2.4%
[metrics] slowest CP cell: sky130_fd_sc_hd__nor4_4
[metrics] HP Class: in -> out
[metrics] register area: 0 sq um
[metrics] number of core rows: 21
[metrics] Design Power: 0.06343 mW
[metrics] commonest non-fill, non-tap cell in the layout: sky130_fd_sc_hd__buf_4
[metrics] arrival time of the worst setup path: between 1 and 1.5 ns
[metrics] number of buffers added on ports: 15
[metrics] GR Util met2: 3.210%
[metrics] slew at the pin closest to its max-slew limit: 0.2190 ns
[metrics] hold wc startpoint: in[9]
[metrics] worst-path fanout max: 2
[metrics] hold path endpoint: out[0]
[metrics] DR iter-0 viols: 2
[metrics] total number of yosys warnings: 1
[metrics] cell types occupying the most area after synthesis: sky130_fd_sc_hd__inv_1 (17%), sky130_fd_sc_hd__nor2_1 (17%), sky130_fd_sc_hd__nor4_2 (14%)
[metrics] average via count per standard cell: 2.448
[metrics] largest net degree at the start of global routing: 3
[metrics] number of top-level design ports: 15
[metrics] setup repair after global routing missed its margin: false
[metrics] kind of cell with the highest combined delay on the critical path: buffers and inverters
[metrics] total negative setup slack: 0 ns
[metrics] core area: 3416 sq um
[metrics] post-synthesis cell area: 86.33 sq um
[metrics] largest stage delay on the critical path: 0.29 ns
[metrics] count of sequential standard cells: 0
[metrics] starting density of the core: 2.527%
[metrics] count of final max-slew check failures: 0
[metrics] number of standard cells reported by yosys: 16
[metrics] layout overhead on the synthesized area: 301.4%
[metrics] number of buffer and inverter instances along the worst setup path: 3
[Yosys cell counts]
cell type                  count
sky130_fd_sc_hd__nand2_1       1
sky130_fd_sc_hd__nor3_1        1
sky130_fd_sc_hd__o221ai_1      1
sky130_fd_sc_hd__inv_1         4
sky130_fd_sc_hd__nor2_1        4
sky130_fd_sc_hd__o31a_2        1
sky130_fd_sc_hd__nor4_2        1
sky130_fd_sc_hd__nand4_1       1
sky130_fd_sc_hd__a21oi_1       2
[stage by stage]
step | hold slack, ns | util (%) | cells | cell area (sq um) | setup slack [ns]
floorplan | 0.6888 | - | 16 | 86.33 | 0.4478
global placement | 1.683 | 9.927 | 83 | 339.1 | -0.6378
detailed placement | 1.679 | 9.927 | 83 | 339.1 | -0.6106
CTS | 1.075 | 11.10 | 87 | 379.1 | 0.0004540
global route | 0.9845 | 10.15 | 87 | 346.6 | 0.01139
finish | 0.9374 | 10.15 | 87 | 346.6 | 0.09084
[worst max-delay path by stage]
stage | from | to | slack [ns] | cells after the start
4_1_cts | in[6] | out[0] | 0.0005 | 6
5_1_grt | in[6] | out[0] | 0.01 | 6
6_report | in[6] | out[0] | 0.09 | 6
[power breakdown]
group          switching (mW)  internal, mW  total (mW)
registers                   0             0           0
clock network               0             0           0
logic                  0.0247        0.0387      0.0634
[cell type report]
| cell class | instances | area (sq um) | share of cell area [%] |
|---|---|---|---|
| well taps | 46 | 57.56 | 16.61 |
| multi-input cells | 12 | 96.34 | 27.80 |
| repair buffers | 25 | 177.7 | 51.26 |
| inverters | 4 | 15.01 | 4.332 |
[what timing repair did]
action,in CTS,in global routing
endpoints found under the hold margin,0,0
resized,29,9
setup endpoints to repair,5,5
pin swaps,6,3
buffers inserted,4,0
[metal layers]
layer	up-vias	wire length (um)	share of wire, %
met5	-	0	0
met2	10	290	44
met4	0	0	0
met1	95	279	43
met3	0	84	13
li1	108	-	-
[logic make-up after synthesis]
logic type,share of synthesized area (%)
and+or+nand+nor,49.26
buffers and inverters,17.39
AOI/OAI and AO/OA,33.34
Power and IR drop assume default switching activity.
